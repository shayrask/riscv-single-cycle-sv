## flow/config.mk

```make
export PLATFORM = sky130hd
export DESIGN_NAME = alu
export DESIGN_NICKNAME = alu
export VERILOG_FILES = /design/flow/design.v
export SDC_FILE = /design/flow/constraint.sdc
export NUM_CORES = 4
export LEC_CHECK = 1
export CORE_UTILIZATION = 50
```

## flow/run.sh

```bash
#!/bin/bash
# OpenROAD 26Q1-2900-gdf79404cd8, Yosys 0.63+post, stock flow scripts
make -C /OpenROAD-flow-scripts/flow DESIGN_CONFIG=/design/flow/config.mk WORK_HOME=/design/flow/orfs finish
```

## flow/constraint.sdc

```tcl
current_design alu

set clk_period 25.4
set clk_io_pct 0.2

create_clock -name clk0 -period $clk_period

set non_clock_inputs [all_inputs -no_clocks]
set_input_delay [expr $clk_period * $clk_io_pct] -clock clk0 $non_clock_inputs
set_output_delay [expr $clk_period * $clk_io_pct] -clock clk0 [all_outputs]
```

## flow/design.v

```verilog
`timescale 1ns / 1ps
module alu (
    input  logic [31:0] SrcA,        
    input  logic [31:0] SrcB,        
    input  logic [3:0]  ALUControl,  
    output logic [31:0] ALUResult,   
    output logic        Zero         
);
    always @(*) begin
        ALUResult = 32'b0;
        case (ALUControl)
            4'b0000: ALUResult = SrcA + SrcB;                
            4'b0001: ALUResult = SrcA - SrcB;                
            4'b0010: ALUResult = SrcA & SrcB;                
            4'b0011: ALUResult = SrcA | SrcB;                
            4'b0100: ALUResult = SrcA ^ SrcB ;               
            4'b0101: ALUResult = SrcA << SrcB[4:0];          
            4'b0110: ALUResult = SrcA >> SrcB[4:0] ;         
            default: ALUResult = 32'b0;
        endcase
    end
    assign Zero = (ALUResult == 32'b0) ? 1'b1 : 1'b0;
endmodule
```

==> results.sh <==
# source this file to load flow results
export IMPL_grt_pass1_vias=9269
export IMPL_grt_overflow=0
export IMPL_drc=0
export IMPL_lay_top_count="nand2_1"
export IMPL_postCtsHoldBufs=0
export IMPL_grt_pass1_wl_um=59000
export IMPL_ys_cells=1191
export IMPL_gr_usage_met1=0.669
export IMPL_clkPwrFrac=0
export IMPL_via_per_inst=7.13
export IMPL_grt_total_usage=0.458
export IMPL_grt_max_degree=72
export IMPL_setup_slack_ns=8.56
export IMPL_maxCapViolCount=0
export IMPL_p_seq_frac=0
export IMPL_hold_end="ALUResult[4]"
export IMPL_power_internal_mw=0.0902
export IMPL_row_count=47
export IMPL_cts_setup_buffers=0
export IMPL_relSlewSlack=0.327
export IMPL_cp_max_fo=59
export IMPL_critPathLaunchType="input port"
export IMPL_warning_count=67
export IMPL_dr_pass1_iters=6
export IMPL_vias=10400
export IMPL_post_cts_resized=0
export IMPL_clock_buffers=0
export IMPL_finalCritPeriodShare=0.663
export IMPL_min_from="SrcB[1]"
export IMPL_yosysUniqueCellTypes=75
export IMPL_chipArea_mm2=0.0175
export IMPL_met3_usage=0.106
export IMPL_gp_congestion=1.08
export IMPL_busiest_layer="met2"
export IMPL_synth_top_area_share=0.143
export IMPL_antenna_cells=0
export IMPL_crit_type="in2out"
export IMPL_power_density_mw_per_mm2=23.6
export IMPL_die_x_um=132
export IMPL_io_pins=101
export IMPL_worst_ep_required_time_ns=20.32
export IMPL_comb_power_share=1.000
export IMPL_chipHeight_um=132
export IMPL_postSynthCellCount=1191
export IMPL_ys_seq_frac=0
export IMPL_drt_wl_total_um=39800
export IMPL_fp_util=0.513
export IMPL_ys_area_mm2=0.00851
export IMPL_antenna_found_initial=0
export IMPL_finalMaxSlewViolations=0
export IMPL_hold_viol_final=0
export IMPL_final_setup_tns_ns=0
export IMPL_ir_drop_mv=0.0166
export IMPL_status="finished, final reports clean"
export IMPL_total_power_mw=0.226
export IMPL_layout_drive_gt1_share=0.0941
export IMPL_setup_violations=0
export IMPL_dp_hpwl_um=31100
export IMPL_seq_cells=0
export IMPL_grtUsageMet2=0.670
export IMPL_cp_arrival_ns=11.76
export IMPL_seq_area_um2=0
export IMPL_drt_iter0_drc=1357
export IMPL_ys_warn_count=1
export IMPL_swShare=0.602
export IMPL_grt_setup_unrepaired="no"
export IMPL_p_switching_mw=0.136
export IMPL_syn_to_final_growth_pct=12.7
export IMPL_min_path_type="in2out"
export IMPL_final_cell_mix="nand2_1, ha_1, clkdlybuf4s50_1, nor2_1, o21ai_0"
export IMPL_fin_crit_ns=16.84
export IMPL_syn_area_per_cell_um2=7.14
export IMPL_syn_area_mm2=0.00851
export IMPL_port_buffers=101
export IMPL_ant_nets=0
export IMPL_fmax_ghz=0.0594
export IMPL_wl_per_cell_um=27.4
export IMPL_top_area_cell="ha_1"
export IMPL_power_leakage_nw=4.02
export IMPL_worst_slew_pin_slew_ns=1.00
export IMPL_area_leaders="ha_1, mux4_2, mux2i_1"
export IMPL_core_area_mm2=0.0166
export IMPL_whs_path_depth=7
export IMPL_crit_path_end_kind="primary output"
export IMPL_dp_slack_ns=8.78
cell families (layout without fill, tap and decap cells):
kind of cell / after synthesis / after routing / share of synthesized area
multiplexers: 137 / 137 / 0.221
AND/OR/NAND/NOR: 386 / 386 / 0.222
XOR/XNOR: 45 / 45 / 0.0463
buffers and inverters: 166 / 208 / 0.0809
adder cells (fa/ha/maj): 98 / 98 / 0.145
AND-OR/OR-AND: 359 / 359 / 0.284
worst max-delay path: stages:
cell and delay (ns):
buf_2 0.09, buf_4 0.33, nor3_1 0.75, and4_1 0.38, nor3b_1 0.36, nor2b_1 0.40
nand2_1 0.20, o21ai_0 0.26, xnor2_1 0.16, ha_1 0.35, and3_1 0.22, a221o_1 0.31
o21ai_0 0.20, nor2_1 0.06, nor4_1 0.47, o31ai_1 0.22, a31o_2 0.33, or3_1 0.36
or4_1 0.44, nor4b_2 0.29, clkdlybuf4s50_1 0.50
through the flow:
| stage | utilization | hold WS (ns) | instance area [um^2] | instances |
|---|---|---|---|---|
| CTS | 0.578 | 11.45 | 9590 | 1453 |
| finish | 0.578 | 11.46 | 9590 | 1453 |
| global route | 0.578 | 11.52 | 9590 | 1453 |
| detailed placement | 0.578 | 11.43 | 9590 | 1453 |
| floorplan | - | 10.43 | 8510 | 1191 |
| global placement | 0.578 | 11.44 | 9590 | 1453 |
synthesized netlist by cell type, types with 6 or more instances:
master       n
nor3_1      17
xnor2_1     36
o21a_1       6
and2_1      12
mux4_2      38
nor2_1      89
o22ai_1     16
clkbuf_1    51
buf_1        7
nor4_1      11
or3_1        8
ha_1        97
or2_2        7
nand4_1     14
a211oi_1    19
nor3b_1      7
a221oi_1    14
a21oi_1     73
mux2i_1     72
nand3_1     23
nor2b_1     22
mux2_2      27
xor2_1       9
o221ai_1     9
a22oi_1     15
a222oi_1     9
o211ai_1    18
a211o_1     13
o21ai_0     85
and3_1       7
a31oi_1     12
nand2_1    132
nand2b_1    11
o2111ai_1    7
o31ai_1      6
buf_2       16
inv_1       83
a21o_1       9
power groups by stage:
| stage | combinational [mW] | sequential [mW] | clock, mW |
|---|---|---|---|
| 6_report | 0.226 | 0 | 0 |
| 4_1_cts | 0.218 | 0 | 0 |
| 5_1_grt | 0.239 | 0 | 0 |
how the worst max path moves through the flow:
| stage | from | depth (start not counted) | slack, ns | end |
|---|---|---|---|---|
| CTS | SrcB[2] | 21 | 8.77 | Zero |
| global route | SrcB[2] | 20 | 8.34 | Zero |
| finish | SrcB[2] | 21 | 8.56 | Zero |
metal layers:
metal	vias to the layer above	wire length, um
met1	4858	16100
met4	0	1620
li1	4585	-
met2	799	16900
met3	116	5160
met5	-	0
area by class of cell:
cell class / count / area, um^2
Multi-Input combinational cell: 1025 / 7840
Fill cell: 1619 / 7000
Timing Repair Buffer: 123 / 1160
Inverter: 85 / 319
Tap cell: 220 / 275
Power and IR drop assume default switching activity.
